$ cat /design/flow/design.v
`timescale 1ns / 1ps
module vlc_glue_v4(
input wire				clk,
input wire				rstN,
input wire				vlc_glue_start,
output reg				vlc_glue_done,
input wire				src_empty,
input wire				src_end,
input wire				vlc_empty_1,
input wire	[3:0]		vlc_len_1,
input wire	[15:0]	vlc_code_1,
input wire				vlc_valid_1,
output reg				vlc_rd_1,
input wire				vlc_empty_2,
input wire	[3:0]		vlc_len_2,
input wire	[15:0]	vlc_code_2,
input wire				vlc_valid_2,
output reg				vlc_rd_2,
input wire				vlc_empty_3,
input wire	[3:0]		vlc_len_3,
input wire	[15:0]	vlc_code_3,
input wire				vlc_valid_3,
output reg				vlc_rd_3,
input wire				vlc_empty_4,
input wire	[3:0]		vlc_len_4,
input wire	[15:0]	vlc_code_4,
input wire				vlc_valid_4,
output reg				vlc_rd_4,
output reg	[31:0]	vlc_glue_data,
output reg				vlc_glue_valid	
);
parameter		IDLE			=	4'h0;
parameter		INIT			=	4'h1;
parameter		INIT_DONE	=	4'h2;
parameter		WAIT_2		=	4'h3;
parameter		GLUE_12		=	4'h4;
parameter		WAIT_3		=	4'h5;
parameter		GLUE_23		=	4'h6;
parameter		WAIT_4		=	4'h7;
parameter		GLUE_34		=	4'h8;
parameter		WAIT_1		=	4'h9;
parameter		GLUE_41		=	4'hA;
parameter		GLUE_LAST	=	4'hB;
parameter		WRITE			=	4'hC;
parameter		REMIND		=	4'hD;
parameter		DONE			=	4'hE;
reg	[3:0]		current_state,next_state;
wire				all_done;
reg	[4:0]		len_acc,len_incr;
reg				acc_inc;
reg				glue_en;
reg	[15:0]	vlc_code;
reg	[15:0]	glue_data,prev_data;
reg				glue_valid;
reg				data_sel;
reg	[31:0]	glue_shift;
reg				glue_full;
reg				last_data;
assign			all_done	=		src_end & src_empty 
									& 	vlc_empty_1 & vlc_empty_2 
									& 	vlc_empty_3 & vlc_empty_4;
always @ (posedge clk or negedge rstN)
begin
	if(!rstN)
	begin
		current_state	<=	IDLE;
	end
	else
	begin
		current_state	<=	next_state;
	end
end
always @ (posedge clk or negedge rstN)
begin
	if(!rstN)
	begin
		len_acc	<=	5'b0;
	end
	else
	begin
		if(acc_inc)
			len_acc	<=	{1'b0,len_acc[3:0]} + len_incr;
		else
			len_acc	<=	len_acc;
	end
end
always @ (posedge clk or negedge rstN)
begin
	if(!rstN)
	begin
		data_sel			<=	1'b0;
		prev_data		<=	16'b0;
		vlc_glue_data	<=	32'b0;
		vlc_glue_valid	<=	1'b0;
	end
	else
	begin
		if(glue_valid)
		begin
			prev_data	<=	glue_data;
			data_sel		<=	~data_sel;
		end
		else
		begin
			prev_data	<=	prev_data;
			data_sel		<=	data_sel;
		end
		if(data_sel & glue_valid)
		begin
			vlc_glue_data	<=	{prev_data,glue_data};
			vlc_glue_valid	<=	1'b1;
		end
		else if(data_sel & last_data & (~glue_full))
		begin
			vlc_glue_data	<=	{prev_data,16'b0};
			vlc_glue_valid	<=	1'b1;
		end
		else
		begin
			vlc_glue_data	<=	vlc_glue_data;
			vlc_glue_valid	<=	1'b0;
		end
	end
end
always @ (posedge clk or negedge rstN)
begin
	if(!rstN)
	begin
		glue_shift	<=	32'b0;
		glue_full	<=	1'b0;
	end
	else
	begin
		if(glue_en)
		begin
			if(({1'b0,len_acc[3:0]} + len_incr) >= 5'h10)
				glue_full	<=	1'b1;
			else
				glue_full	<=	1'b0;
			case(len_incr[3:0])
			4'h0	:	glue_shift	<=	glue_shift;
			4'h1	:	glue_shift	<=	{glue_shift[30:00],vlc_code[0]};
			4'h2	:	glue_shift	<=	{glue_shift[29:00],vlc_code[01:00]};
			4'h3	:	glue_shift	<=	{glue_shift[28:00],vlc_code[02:00]};
			4'h4	:	glue_shift	<=	{glue_shift[27:00],vlc_code[03:00]};
			4'h5	:	glue_shift	<=	{glue_shift[26:00],vlc_code[04:00]};
			4'h6	:	glue_shift	<=	{glue_shift[25:00],vlc_code[05:00]};
			4'h7	:	glue_shift	<=	{glue_shift[24:00],vlc_code[06:00]};
			4'h8	:	glue_shift	<=	{glue_shift[23:00],vlc_code[07:00]};
			4'h9	:	glue_shift	<=	{glue_shift[22:00],vlc_code[08:00]};
			4'hA	:	glue_shift	<=	{glue_shift[21:00],vlc_code[09:00]};
			4'hB	:	glue_shift	<=	{glue_shift[20:00],vlc_code[10:00]};
			4'hC	:	glue_shift	<=	{glue_shift[19:00],vlc_code[11:00]};
			4'hD	:	glue_shift	<=	{glue_shift[18:00],vlc_code[12:00]};
			4'hE	:	glue_shift	<=	{glue_shift[17:00],vlc_code[13:00]};
			4'hF	:	glue_shift	<=	{glue_shift[16:00],vlc_code[14:00]};
			default:	glue_shift	<=	glue_shift;
			endcase
		end
		else
		begin
			glue_shift	<=	glue_shift;
			glue_full	<=	1'b0;
		end
	end
end
always @ (posedge clk or negedge rstN)
begin
	if(!rstN)
	begin
		glue_valid	<=	1'b0;
		glue_data	<=	16'b0;
	end
	else
	begin
		if(glue_full)
		begin
			glue_valid	<=	1'b1;
			case(len_acc[3:0])
			4'h0		:	glue_data	<=	glue_shift[15:00];
			4'h1		:	glue_data	<=	glue_shift[16:01];
			4'h2		:	glue_data	<=	glue_shift[17:02];
			4'h3		:	glue_data	<=	glue_shift[18:03];
			4'h4		:	glue_data	<=	glue_shift[19:04];
			4'h5		:	glue_data	<=	glue_shift[20:05];
			4'h6		:	glue_data	<=	glue_shift[21:06];
			4'h7		:	glue_data	<=	glue_shift[22:07];
			4'h8		:	glue_data	<=	glue_shift[23:08];
			4'h9		:	glue_data	<=	glue_shift[24:09];
			4'hA		:	glue_data	<=	glue_shift[25:10];
			4'hB		:	glue_data	<=	glue_shift[26:11];
			4'hC		:	glue_data	<=	glue_shift[27:12];
			4'hD		:	glue_data	<=	glue_shift[28:13];
			4'hE		:	glue_data	<=	glue_shift[29:14];
			4'hF		:	glue_data	<=	glue_shift[30:15];
			default	:	glue_data	<=	glue_data;
			endcase
		end
		else
		begin
			glue_valid	<=	1'b0;
			glue_data	<=	16'b0;
		end
	end
end
always @ (*)
begin
	case(current_state)
	IDLE		:	begin
						if(vlc_glue_start)
							next_state	=	INIT;
						else
							next_state	=	IDLE;
					end
	INIT		:	begin
						if(!vlc_empty_1)
							next_state	=	INIT_DONE;
						else
							next_state	=	INIT;
					end
	INIT_DONE:	begin
						if(all_done)
							next_state	=	GLUE_LAST;
						else if(!vlc_empty_2)
							next_state	=	GLUE_12;
						else
							next_state	=	WAIT_2;
					end
	WAIT_2	:	begin
						if(!vlc_empty_2)
							next_state	=	GLUE_12;
						else
							next_state	=	WAIT_2;
					end
	GLUE_12	:	begin
						if(all_done)
							next_state	=	GLUE_LAST;  
						else if(!vlc_empty_3)
							next_state	=	GLUE_23;
						else
							next_state	=	WAIT_3;
					end
	WAIT_3	:	begin
						if(!vlc_empty_3)
							next_state	=	GLUE_23;
						else
							next_state	=	WAIT_3;
					end
	GLUE_23	:	begin
						if(all_done)
							next_state	=	GLUE_LAST;                                                
						else if(!vlc_empty_4)
							next_state	=	GLUE_34;
						else
							next_state	=	WAIT_4;   
					end
	WAIT_4	:	begin
						if(!vlc_empty_4)
							next_state	=	GLUE_34;
						else
							next_state	=	WAIT_4;
					end
	GLUE_34	:	begin
						if(all_done)
							next_state	=	GLUE_LAST;                                                
						else if(!vlc_empty_1)
							next_state	=	GLUE_41;
						else
							next_state	=	WAIT_1;   
					end
	WAIT_1	:	begin
						if(!vlc_empty_1)
							next_state	=	GLUE_41;
						else
							next_state	=	WAIT_1;
					end
	GLUE_41	:	begin
						if(all_done)
							next_state	=	GLUE_LAST;                                                
						else if(!vlc_empty_2)
							next_state	=	GLUE_12; 
						else
							next_state	=	WAIT_2;   
					end
	GLUE_LAST:	begin
						next_state	=	WRITE;
					end
	WRITE		:	begin
						if(vlc_glue_valid && (len_acc < 5'h10))
						begin
							if((~data_sel) & glue_valid)
								next_state	=	REMIND;
							else
								next_state	=	DONE;
						end
						else
						begin
							next_state	=	WRITE;
						end
					end
	REMIND	:	begin
						if(vlc_glue_valid)
							next_state	=	DONE;
						else
							next_state	=	REMIND;
					end
	DONE		:	begin
						if(vlc_glue_start)
							next_state	=	INIT;
						else
							next_state	=	DONE;
					end
	default	:	begin
						next_state	=	IDLE;
					end
	endcase
end
always @ (*)
begin
	case(current_state)
	IDLE		:	begin
						acc_inc		=	1'b0;
						len_incr		=	5'b0;
						vlc_code		=	16'b0;
						glue_en		=	1'b0;
						last_data	=	1'b0;
						vlc_rd_1		=	1'b0;
						vlc_rd_2		=	1'b0;
						vlc_rd_3		=	1'b0;
						vlc_rd_4		=	1'b0;
						vlc_glue_done	=	1'b0;
					end
	INIT		:	begin
						acc_inc		=	1'b0;
						len_incr		=	5'b0;
						vlc_code		=	16'b0;
						glue_en		=	1'b0;
						last_data	=	1'b0;
						if(!vlc_empty_1)
							vlc_rd_1	=	1'b1;
						else
							vlc_rd_1	=	1'b0;
						vlc_rd_2		=	1'b0;
						vlc_rd_3		=	1'b0;
						vlc_rd_4		=	1'b0;
						vlc_glue_done	=	1'b0;
					end
	INIT_DONE:	begin
						acc_inc		=	1'b1;
						len_incr		=	{1'b0,vlc_len_1};
						vlc_code		=	vlc_code_1;
						glue_en		=	1'b1;
						last_data	=	1'b0;
						vlc_rd_1		=	1'b0;
						if(!vlc_empty_2)
							vlc_rd_2	=	1'b1;
						else
							vlc_rd_2	=	1'b0;
						vlc_rd_3		=	1'b0;
						vlc_rd_4		=	1'b0;
						vlc_glue_done	=	1'b0;
					end
	WAIT_2	:	begin
						acc_inc		=	1'b0;
						len_incr		=	5'b0;
						vlc_code		=	16'b0;
						glue_en		=	1'b0;
						last_data	=	1'b0;
						vlc_rd_1		=	1'b0;
						if(!vlc_empty_2)
							vlc_rd_2	=	1'b1;
						else
							vlc_rd_2	=	1'b0;
						vlc_rd_3		=	1'b0;
						vlc_rd_4		=	1'b0;
						vlc_glue_done	=	1'b0;
					end
	GLUE_12	:	begin
						acc_inc		=	1'b1;
						len_incr		=	{1'b0,vlc_len_2};
						vlc_code		=	vlc_code_2;
						glue_en		=	1'b1;
						last_data	=	1'b0;
						vlc_rd_1		=	1'b0;
						vlc_rd_2		=	1'b0;
						if(!vlc_empty_3)
							vlc_rd_3	=	1'b1;
						else
							vlc_rd_3	=	1'b0;
						vlc_rd_4		=	1'b0;
						vlc_glue_done	=	1'b0;
					end
	WAIT_3	:	begin
						acc_inc		=	1'b0;
						len_incr		=	5'b0;
						vlc_code		=	16'b0;
						glue_en		=	1'b0;
						last_data	=	1'b0;
						vlc_rd_1		=	1'b0;
						vlc_rd_2		=	1'b0;
						if(!vlc_empty_3)
							vlc_rd_3	=	1'b1;
						else
							vlc_rd_3	=	1'b0;
						vlc_rd_4		=	1'b0;
						vlc_glue_done	=	1'b0;
					end
	GLUE_23	:	begin
						acc_inc		=	1'b1;
						len_incr		=	{1'b0,vlc_len_3};
						vlc_code		=	vlc_code_3;
						glue_en		=	1'b1;
						last_data	=	1'b0;
						vlc_rd_1		=	1'b0;
						vlc_rd_2		=	1'b0;
						vlc_rd_3		=	1'b0;
						if(!vlc_empty_4)
							vlc_rd_4	=	1'b1;
						else
							vlc_rd_4	=	1'b0;
						vlc_glue_done	=	1'b0;
					end
	WAIT_4	:	begin
						acc_inc		=	1'b0;
						len_incr		=	5'b0;
						vlc_code		=	16'b0;
						glue_en		=	1'b0;
						last_data	=	1'b0;
						vlc_rd_1		=	1'b0;
						vlc_rd_2		=	1'b0;
						vlc_rd_3		=	1'b0;
						if(!vlc_empty_4)
							vlc_rd_4	=	1'b1;
						else
							vlc_rd_4	=	1'b0;
						vlc_glue_done	=	1'b0;
					end
	GLUE_34	:	begin
						acc_inc		=	1'b1;
						len_incr		=	{1'b0,vlc_len_4};
						vlc_code		=	vlc_code_4;
						glue_en		=	1'b1;
						last_data	=	1'b0;
						if(!vlc_empty_1)
							vlc_rd_1	=	1'b1;
						else
							vlc_rd_1	=	1'b0;
						vlc_rd_2		=	1'b0;
						vlc_rd_3		=	1'b0;
						vlc_rd_4		=	1'b0;
						vlc_glue_done	=	1'b0;
					end
	WAIT_1	:	begin
						acc_inc		=	1'b0;
						len_incr		=	5'b0;
						vlc_code		=	16'b0;
						glue_en		=	1'b0;
						last_data	=	1'b0;
						if(!vlc_empty_4)
							vlc_rd_1	=	1'b1;
						else
							vlc_rd_1	=	1'b0;
						vlc_rd_2		=	1'b0;
						vlc_rd_3		=	1'b0;
						vlc_rd_4		=	1'b0;
						vlc_glue_done	=	1'b0;
					end
	GLUE_41	:	begin
						acc_inc		=	1'b1;
						len_incr		=	{1'b0,vlc_len_1};
						vlc_code		=	vlc_code_1;
						glue_en		=	1'b1;
						last_data	=	1'b0;
						vlc_rd_1		=	1'b0;
						if(!vlc_empty_2)
							vlc_rd_2	=	1'b1;
						else
							vlc_rd_2	=	1'b0;
						vlc_rd_3		=	1'b0;
						vlc_rd_4		=	1'b0;
						vlc_glue_done	=	1'b0;
					end
	GLUE_LAST:	begin
						acc_inc		=	1'b1;
						len_incr		=	5'hF;
						vlc_code		=	16'b0;
						glue_en		=	1'b1;
						last_data	=	1'b0;
						vlc_rd_1		=	1'b0;
						vlc_rd_2		=	1'b0;
						vlc_rd_3		=	1'b0;
						vlc_rd_4		=	1'b0;
						vlc_glue_done	=	1'b0;
					end
	WRITE		:	begin
						acc_inc		=	1'b1;
						len_incr		=	5'b0;
						vlc_code		=	16'b0;
						glue_en		=	1'b0;
						if(vlc_glue_valid && (len_acc < 5'h10))
							last_data	=	1'b0;
						else
							last_data	=	1'b1;
						vlc_rd_1		=	1'b0;
						vlc_rd_2		=	1'b0;
						vlc_rd_3		=	1'b0;
						vlc_rd_4		=	1'b0;
						vlc_glue_done	=	1'b0;
					end
	REMIND	:	begin
						acc_inc		=	1'b0;
						len_incr		=	5'b0;
						vlc_code		=	16'b0;
						glue_en		=	1'b0;
						if(vlc_glue_valid)
							last_data	=	1'b0;
						else
							last_data	=	1'b1;
						vlc_rd_1		=	1'b0;
						vlc_rd_2		=	1'b0;
						vlc_rd_3		=	1'b0;
						vlc_rd_4		=	1'b0;
						vlc_glue_done	=	1'b0;
					end
	DONE		:	begin
						acc_inc		=	1'b0;
						len_incr		=	5'b0;
						vlc_code		=	16'b0;
						glue_en		=	1'b0;
						last_data	=	1'b0;
						vlc_rd_1		=	1'b0;
						vlc_rd_2		=	1'b0;
						vlc_rd_3		=	1'b0;
						vlc_rd_4		=	1'b0;
						vlc_glue_done	=	1'b1;
					end
	default	:	begin
						acc_inc		=	1'b0;
						len_incr		=	5'b0;
						vlc_code		=	16'b0;
						glue_en		=	1'b0;
						last_data	=	1'b0;
						vlc_rd_1		=	1'b0;
						vlc_rd_2		=	1'b0;
						vlc_rd_3		=	1'b0;
						vlc_rd_4		=	1'b0;
						vlc_glue_done	=	1'b0;
					end
	endcase
end
endmodule
$ cat /design/flow/run.sh
#!/bin/bash
# OpenROAD 26Q1-2900-gdf79404cd8, Yosys 0.63+post, stock flow scripts
make -C /OpenROAD-flow-scripts/flow DESIGN_CONFIG=/design/flow/config.mk WORK_HOME=/design/flow/orfs finish
$ cat /design/flow/config.mk
export PLATFORM = sky130hd
export DESIGN_NAME = vlc_glue_v4
export DESIGN_NICKNAME = vlc_glue_v4
export VERILOG_FILES = /design/flow/design.v
export SDC_FILE = /design/flow/constraint.sdc
export NUM_CORES = 4
export LEC_CHECK = 1
export CORE_UTILIZATION = 50
$ cat /design/flow/constraint.sdc
current_design vlc_glue_v4

set clk_period 9.4
set clk_io_pct 0.2

create_clock -name clk0 -period $clk_period [get_ports {clk}]

set non_clock_inputs [all_inputs -no_clocks]
set_input_delay [expr $clk_period * $clk_io_pct] -clock clk0 $non_clock_inputs
set_output_delay [expr $clk_period * $clk_io_pct] -clock clk0 [all_outputs]
==> results_slide.txt <==
Synthesis and Place & Route Summary

Die
  – Std-Cell Rows: around 49
  – Core Area: around 18000 um^2
  – Top-Level Pins: 131
  – Fp_density: 0.516
  – Die X-Extent: ~140 um
  – Chip area: 19300 um^2
  – Die height: ~140 um

Route
  – Via count: ~11000
  – DRT iter0 DRCs: around 1700
  – Routed WL: ~37 mm
  – Pre-antenna DRT Iters: 25
  – Antenna-violating nets left: 0
  – Drt wl/cell: ~26 um
  – Number of antenna repair diodes: 0
  – DRC Markers: 0
  – Via density: between 7 and 8

STA
  – Fmax: 0.195 GHz
  – Final Hold Fails: 0
  – Final Critical Period: 5.14 ns
  – Final setup vio count: 0
  – Fin Clk Skew: approximately 0.012 ns
  – Final worst-path cycle share: 0.547
  – Actual slew at the worst max-slew pin: between 1 and 1.5 ns
  – Fin. max-slew vios: 0
  – Setup tns final: 0 ns
  – Rel. slew slack: 0.285
  – RSZ-0062 raised after global routing: false

CTS
  – Clk sinks: between 100 and 150
  – Clock root buffer: clkbuf_16
  – Clk slew on worst S/H paths: 0.06 ns
  – Hold-fix buffers, CTS: 0
  – CTS tree: built
  – CTS resizes: 0
  – Clk buf depth: 2
  – # H-tree levels: 4
  – CTS buffer count: 17
  – Post-CTS Setup Inserts: 0
  – Worst-skew pair later-pin latency: between 0.4 and 0.5 ns

Min path
  – Hold Path Class: reg2reg

Placed design
  – Port Buffers: ~120
  – GPL Wtd Cong: 0.982
  – Final HPWL from detailed placement: between 20 and 25 mm
  – Placed inst area: roughly 11000 um^2

Yosys
  – Main flop type: dfrtp_1
  – Netlist Area Pre-Place: 9360 um^2
  – Ys flops: 119
  – Seq/Total Area, Yosys: 0.318
  – Synth warn: 1
  – Leading area contributor after synthesis: dfrtp_1
  – Ys async rst share: 1.00
  – Top cell type's share of synthesized area: 0.315
  – Post-synth EDFFs: 0
  – Post-synth area hogs: dfrtp_1 (32%), a22oi_1 (11%), nand2_1 (6.3%)
  – Cells after synthesis: ~1100
  – Yosys cell types: 70
  – Post-Syn Area per Cell: 8.21 um^2
  – Yosys stat chip area: 9360 um^2
  – Ys cells: roughly 1100

Run
  – Tool warning count: 35
  – Max-cap check violation count: 0

Critical path
  – Crit-path max FO: between 40 and 50
  – WS Path Type: in2reg
  – Required time of the critical path: between 9 and 10 ns
  – Startpoint Class: primary input
  – WP data arrival: around 5.5 ns
  – Critical Path End Type: register

Pwr
  – Pleak: roughly 4.4 nW
  – Power Dens Cells: between 300 and 400 nW/um^2
  – Worst VDD drop: 0.218 mV

Final layout
  – Top cells excl fill/tap: nand2_1 (158), a22oi_1 (137), clkdlybuf4s50_1 (121)
  – Layout cell share with drive strength beyond 1: 0.135
  – Design area: around 11000 um^2
  – Area grow syn2layout: 19.3%
  – Commonest Layout Cell: nand2_1

Global routing
  – Vias in the first global route: about 10000
  – GRT Resource Usage Total: 0.398
  – Initial antenna violation count: 0
  – Pin count of the biggest net entering global routing: about 60
  – Total overflow reported by the global router: 0
  – First-pass GRT wire length: ~60 mm

Status
  – Status: finished clean
registers in the layout (all words and copies together), names as in the netlist:
register	flops
vlc_glue_data	32
glue_shift	31
glue_data	16
prev_data	16
current_state	15
len_acc	5
data_sel	1
glue_full	1
glue_valid	1
vlc_glue_valid	1
area by class of cell:
| class | count | area (um^2) |
|---|---|---|
| timing repair buffer | 178 | 1640 |
| sequential | 119 | 2980 |
| clock inverter | 15 | 148 |
| multi-input combinational | 860 | 5660 |
| inverter | 8 | 35.0 |
| fill | 1580 | 6980 |
| clock buffer | 17 | 425 |
| tap | 229 | 287 |
cell usage after synthesis (all sizes together) (3+ instances only):
master and n:
nor2b 8, a222oi 21, o221a 16, a2bb2oi 8, inv 7, a2111oi 3, dfrtp 118, nand2 159
nand2b 7, a22o 19, xor2 3, ha 3, a22oi 138, buf 57, a21o 4, o311ai 3
nand4 28, and3 18, o22ai 9, a31oi 11, mux2i 19, a21oi 76, nor2 56, a32oi 13
o2bb2ai 3, o211ai 8, o31a 3, a211oi 11, a32o 20, nor3 23, nor4 14, nand3 41
clkbuf 96, a221oi 24, mux2 22, a31o 3, o21ai 46
stage by stage:
stage               setup slack [ns]  hold WS [ns]  utilization  instances  power, mW
floorplan                       5.43         0.352            -       1140       2.31
global placement                3.89         0.451        0.584       1394       3.00
detailed placement              3.91         0.453        0.584       1394       3.00
CTS                             4.36         0.467        0.615       1426       3.64
global route                    4.00         0.492        0.615       1426       3.92
finish                          4.26         0.465        0.615       1426       3.74
worst paths after layout:
path | slack (ns) | to | start | depth (start not counted)
max reg2reg | 5.44 | glue_shift[16] | current_state[6] | 11
max in group asynchronous | 6.47 | glue_data[9] | rstN | 3
min | 0.46 | vlc_glue_data[29] | prev_data[13] | 2
max | 4.26 | glue_shift[16] | vlc_len_3[3] | 11
min reg2reg | 0.46 | vlc_glue_data[29] | prev_data[13] | 2
min in group asynchronous | 1.37 | current_state[1] | rstN | 1
cell families (layout without fill, tap and decap cells):
| logic type | count (synthesis) | count (layout) | share of synthesized area |
|---|---|---|---|
| compound gates | 450 | 450 | 0.357 |
| simple gates | 361 | 361 | 0.187 |
| buf+inv | 161 | 218 | 0.0804 |
| flops | 119 | 119 | 0.318 |
| mux | 41 | 41 | 0.0468 |
| fa+ha+maj | 4 | 4 | 0.00615 |
| xor+xnor | 4 | 4 | 0.00374 |
where the power goes:
group          total (mW)  internal, mW  switching [mW]
Sequential          0.927         0.668           0.259
Combinational        2.18         0.776            1.41
Clock               0.627         0.352           0.275
critical path: stages:
cell,delay [ns]
clkdlybuf4s50_1,0.40
a22oi_1,0.25
and3_4,0.67
inv_2,0.18
buf_4,0.36
nor4_2,0.86
buf_4,0.30
a22oi_1,0.10
nand3_1,0.15
a211oi_1,0.07
a22oi_1,0.18
layer usage:
| metal | vias to the layer above | routed length (um) | GRT usage |
|---|---|---|---|
| li1 | 4540 | - | - |
| met1 | 4890 | 14500 | 0.605 |
| met2 | 889 | 14900 | 0.541 |
| met3 | 195 | 5580 | 0.128 |
| met4 | 0 | 1830 | 0.143 |
| met5 | - | 0 | 0 |
No activity file was given, so power comes from the tool's default toggle rates.
