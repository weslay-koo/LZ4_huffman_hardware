==> flow/config.mk <==
export PLATFORM = sky130hd
export DESIGN_NAME = hash_match
export DESIGN_NICKNAME = hash_match
export VERILOG_FILES = /design/flow/design.v
export SDC_FILE = /design/flow/constraint.sdc
export NUM_CORES = 4
export LEC_CHECK = 1
export CORE_AREA = 10 10 230 230
export DIE_AREA = 0 0 240 240
==> flow/constraint.sdc <==
current_design hash_match

set clk_period 17.9
set clk_io_pct 0.2

create_clock -name clk0 -period $clk_period

set non_clock_inputs [all_inputs -no_clocks]
set_input_delay [expr $clk_period * $clk_io_pct] -clock clk0 $non_clock_inputs
set_output_delay [expr $clk_period * $clk_io_pct] -clock clk0 [all_outputs]
==> flow/design.v <==
`timescale 1ns / 1ps
module hash_match(
input wire				clk,
input wire				rstN,
input wire	[31:0]	hash_idata1,
input wire	[31:0]	hash_iaddr1,
input wire	[31:0]	hash_idata2,
input wire	[31:0]	hash_iaddr2,
input wire	[31:0]	hash_idata3,
input wire	[31:0]	hash_iaddr3,
input wire	[31:0]	hash_idata4,
input wire	[31:0]	hash_iaddr4,
input wire	[31:0]	hash_odata1,
input wire	[31:0]	hash_oaddr1,
input wire				hash_flag1,
input wire	[31:0]	hash_odata2,
input wire	[31:0]	hash_oaddr2,
input wire				hash_flag2,
input wire	[31:0]	hash_odata3,
input wire	[31:0]	hash_oaddr3,
input wire				hash_flag3,
input wire	[31:0]	hash_odata4,
input wire	[31:0]	hash_oaddr4,	 
input wire				hash_flag4,
output reg				hash_hit,
output reg	[2:0]		hit_status,
output reg	[31:0]	hash_oaddr,
output reg	[31:0]	hit_dist
);
always @ (*)
begin
	if((hash_odata1 == hash_idata1) && hash_flag1) 
	begin		 
		hash_hit		=	1'b1;
		hit_status	=	3'h0;
		hash_oaddr	=	hash_oaddr1;
		hit_dist		=	hash_iaddr1 - hash_oaddr1;
	end
	else if((hash_odata2 == hash_idata2) && hash_flag2)
	begin
		hash_hit		=	1'b1;
		hit_status	=	3'h1;
		hash_oaddr	=	hash_oaddr2;
		hit_dist		=	hash_iaddr2 - hash_oaddr2;
	end
	else if((hash_odata3 == hash_idata3) && hash_flag3)
	begin
		hash_hit		=	1'b1;
		hit_status	=	3'h2;
		hash_oaddr	=	hash_oaddr3;
		hit_dist		=	hash_iaddr3 - hash_oaddr3;
	end
	else if((hash_odata4 == hash_idata4) && hash_flag4)
	begin
		hash_hit		=	1'b1;
		hit_status	=	3'h3;
		hash_oaddr	=	hash_oaddr4;
		hit_dist		=	hash_iaddr4 - hash_oaddr4;
	end
	else
	begin
		hash_oaddr	=	32'b0;
		hit_status	=	3'b0;
		hash_hit		=	1'b0;
		hit_dist		=	32'b0;
	end
end
endmodule
==> flow/run.sh <==
#!/bin/bash
# OpenROAD 26Q1-2900-gdf79404cd8, Yosys 0.63+post, stock flow scripts
make -C /OpenROAD-flow-scripts/flow DESIGN_CONFIG=/design/flow/config.mk WORK_HOME=/design/flow/orfs finish
==> run summary <==
outcome: finished clean
highest clock rate: 0.0860 GHz
violation tally from detailed-route iteration zero: 774
count of buffers from port buffering: 583
cell leakage power: 6.90 nW
antenna violations before repair: 25
final cell count without fillers: 2694
warning count from the yosys run: 1
Filler Cells Inserted: 5075
Flops: 0
worst path required time: 14.32 ns
post-route cell area: 16500 sq um
die boundary width: 240 microns
worst voltage drop across the vdd grid: 8.66 uV
Avg Synthesized Cell Area: 6.56 sq um
initial standard-cell utilization of the core: 21.1%
fin crit period: 11.63 ns
number of hold buffers added after cts: 0
num rows: 80
count of unresolved DRC violations after routing: 0
startpoint kind of the worst setup timing path: input pin
setup repair after global routing missed its margin: false
Post-CTS Setup Inserts: 0
Die Y: 240 microns
number of setup violations in the final report: 0
global-route wire length before repair: 89.6 mm
Period Utilization, post-route: 65.0%
area of all sequential standard cells: 0 sq um
number of OpenROAD warnings: 35
Max stage delay on crit path: 0.62 ns
top cell family by delay on the critical path: simple AND/OR/NAND/NOR gates
routed via count divided by cell count: 4.91
final number of max-transition violations: 0
first-pass detailed-route iteration total: 5
cell area after synthesis: 10100 sq um
Area growth, synth to finish: 63.7%
tally of clock buffers in the finished layout: 0
multi-input gate area in the final layout: 9290 sq um
number of cells produced by synthesis: 1540
Congestion Overflow GR: 0
total power divided by cell area: 25.0 nW/um^2
antenna violation net count after detailed routing: 0
gr usage total: 21.3%
CP max FO: 48
final hold violations: 0
Wirelength per Cell: 23.6 microns
Worst EP arrival: 8.05 ns
maximum number of pins on one net before global-route repair: 69
series of cell instances along the critical path: clkdlybuf4s50_1 -> xnor2_1 -> nand4_1 -> nor4_1 -> nand4_1 -> nor4_2 -> buf_4 -> and2_1 -> nand2_1 -> o311a_1 -> a221oi_1 -> clkdlybuf4s50_1
Worst-Margin Slew: 0.748 ns
tightest slew margin relative to the limit: 50.1%
share of layout cells above drive strength 1: 2.08%
setup tns final: 0 ns
class of the tightest hold or removal check: input pin to primary output
Crit. End Element: primary output
register share after synthesis: 0%
Post-Place Cells: 2680
total cell area at the placement stage: 16500 sq um
max capacitance violation total: 0
count of pins on the block boundary: 586
estimated wirelength of the detail-placed design: 57.5 mm
Yosys Chip Area: 10100 sq um
Worst Path Class, Setup: input pin to primary output
number of gates given a new drive strength after cts: 0
Synth cell types: 87
sum of routed wire length over all layers: 63.6 mm
worst-path cell with the longest stage delay: clkdlybuf4s50_1
ys cells: 1540
via count of the first global-routing pass: 13600
vias after detailed routing: 13200
Die Size: 57600 sq um
placeable core region: 47800 sq um
sum of buffers and inverters on the critical path: 3
last weighted congestion value of the routability-driven placer: 0.978
==> layer usage <==
metal / routed length (microns) / global-route usage, % / part of all wire, %
met3: 5600 / 6.30 / 8.8
met4: 878 / 4.51 / 1.4
met2: 31300 / 36.8 / 49
met1: 25700 / 25.5 / 40
met5: 184 / 0 / 0.29
==> power by group <==
part	internal, mW	leakage [nW]	switching, mW
sequential	0	0	0
combinational	0.223	6.90	0.191
clock	0.000000102	0.0000887	0
total	0.223	6.90	0.191
==> cells in the final DEF, fill, tap and decap left out, types with 5 or more instances in the layout <==
cell type and count:
a211oi_1 10, a221oi_1 16, o21a_1 17, a21oi_1 144
nand2_1 121, nor3_1 18, or3_1 5, o21ai_0 47
diode_2 14, a21o_1 74, o31a_1 7, nand4_1 29
o21bai_1 15, o21ai_1 91, clkdlybuf4s50_1 583, ha_1 125
and4_1 8, nor2_1 89, xnor2_1 125, mux2i_1 6
o211ai_1 16, xor2_1 106, nor2b_1 17, nor4_1 20
a41oi_1 6, buf_4 7, and2_1 5, and3_1 11
nand2b_1 13, nand3_1 74, inv_1 148, a31oi_1 12
==> cell families after synthesis <==
kind of cell	share of synthesized area, %
AND-OR/OR-AND	34.0
multiplexers	0.706
XOR/XNOR	20.0
AND/OR/NAND/NOR	20.7
other	0.0371
buffers and inverters	8.26
adder cells (fa/ha/maj)	16.3
==> cells in the mapped netlist, drive strengths merged, types with 4 or more instances <==
| library cell | count | area [sq um] |
|---|---|---|
| xnor2 | 125 | 1090 |
| ha | 125 | 1560 |
| a21o | 74 | 556 |
| inv | 149 | 559 |
| o21ai | 142 | 726 |
| a31oi | 12 | 75.1 |
| o31a | 7 | 61.3 |
| nand2 | 122 | 460 |
| a31o | 4 | 35.0 |
| a41oi | 7 | 68.8 |
| fa | 4 | 80.1 |
| o311ai | 6 | 60.1 |
| o211ai | 17 | 133 |
| a211o | 4 | 35.0 |
| nand4 | 29 | 181 |
| and2 | 7 | 45.1 |
| nor3 | 18 | 90.1 |
| or2 | 6 | 37.5 |
| a21oi | 147 | 754 |
| and3 | 12 | 76.3 |
| buf | 16 | 83.8 |
| clkbuf | 49 | 184 |
| nor2 | 89 | 334 |
| or3 | 6 | 37.5 |
| o21bai | 15 | 113 |
| a221o | 4 | 40.0 |
| o22ai | 4 | 25.0 |
| mux2i | 6 | 60.1 |
| nand3 | 75 | 380 |
| nor4 | 21 | 131 |
| a221oi | 17 | 155 |
| o21a | 17 | 128 |
| nor2b | 17 | 106 |
| a21boi | 5 | 37.5 |
| a211oi | 15 | 145 |
| xor2 | 106 | 928 |
| and4 | 8 | 70.1 |
| nand2b | 13 | 81.3 |
| o31ai | 4 | 35.0 |
==> through the flow <==
stage	total power [mW]	hold slack, ns	worst slack (ns)	utilization [%]
detailed placement	0.412	8.11	6.26	34.5
CTS	0.415	8.12	6.22	34.5
finish	0.414	8.11	6.27	34.6
global route	0.454	8.14	6.04	34.6
floorplan	0.228	7.22	8.36	-
global placement	0.411	8.11	6.27	34.5
==> path summary, 6_finish.rpt <==
| kind | from | to | slack (ns) | cells past startpoint |
|---|---|---|---|---|
| worst min-delay path | hash_oaddr1[29] | hash_oaddr[29] | 8.11 | 4 |
| worst max-delay path | hash_idata4[3] | hit_dist[17] | 6.27 | 12 |
==> area by class of cell <==
type	count	share of cell area (%)
timing repair buffer	590	35.6
tap	615	4.65
inverter	151	3.43
antenna	14	0.212
multi-input combinational	1324	56.1
Power is estimated from default activity; no workload was simulated.
