==> design/flow/design.v <==
`timescale 1ns / 1ps
module shifter_match(
input wire				clk,
input wire				rstN,
input wire	[31:0]	hash_idata1,
input wire	[31:0]	hash_iaddr1,
input wire				hash_ivalid1,
input wire	[31:0]	hash_idata2,
input wire	[31:0]	hash_iaddr2,
input wire				hash_ivalid2,
input wire	[31:0]	hash_idata3,
input wire	[31:0]	hash_iaddr3,
input wire				hash_ivalid3,
input wire	[31:0]	hash_idata4,
input wire	[31:0]	hash_iaddr4,
input wire				hash_ivalid4,
output reg				hash_hit,
output reg	[2:0]		hit_status,
output reg	[31:0]	hash_oaddr,
output reg	[31:0]	hit_dist
);
reg				hash_hit_reg;
reg	[2:0]		hit_status_reg;
reg	[31:0]	hash_oaddr_reg;
reg	[31:0]	hit_dist_reg;
always @ (posedge clk or negedge rstN)
begin
	if(!rstN)
	begin
		hash_hit_reg		<=	1'b0;
		hit_status_reg		<=	3'b0;
		hash_oaddr_reg		<=	32'b0;
		hit_dist_reg		<=	32'b0;
	end
	else
	begin
		if((hash_idata2 == hash_idata1) && (hash_ivalid1 & hash_ivalid2))
		begin
			hash_hit_reg	<=	1'b1;
			hit_status_reg	<=	3'h1;
			hash_oaddr_reg	<=	hash_iaddr1;
			hit_dist_reg	<=	32'h1;
		end
		else if((hash_idata3 == hash_idata1) && (hash_ivalid1 & hash_ivalid3))
		begin
			hash_hit_reg	<=	1'b1;
			hit_status_reg	<=	3'h2;
			hash_oaddr_reg	<=	hash_iaddr1;
			hit_dist_reg	<=	32'h2;
		end
		else if((hash_idata3 == hash_idata2) && (hash_ivalid2 & hash_ivalid3))
		begin
			hash_hit_reg	<=	1'b1;
			hit_status_reg	<=	3'h2;
			hash_oaddr_reg	<=	hash_iaddr2;
			hit_dist_reg	<=	32'h1;
		end
		else if((hash_idata4 == hash_idata1) && (hash_ivalid1 & hash_ivalid4))
		begin
			hash_hit_reg	<=	1'b1;
			hit_status_reg	<=	3'h3;
			hash_oaddr_reg	<=	hash_iaddr1;
			hit_dist_reg	<=	32'h3;
		end
		else if((hash_idata4 == hash_idata2) && (hash_ivalid2 & hash_ivalid4))
		begin
			hash_hit_reg	<=	1'b1;
			hit_status_reg	<=	3'h3;
			hash_oaddr_reg	<=	hash_iaddr2;
			hit_dist_reg	<=	32'h2;
		end
		else if((hash_idata4 == hash_idata3) && (hash_ivalid3 & hash_ivalid4))
		begin
			hash_hit_reg	<=	1'b1;
			hit_status_reg	<=	3'h3;
			hash_oaddr_reg	<=	hash_iaddr3;
			hit_dist_reg	<=	32'h1;
		end
		else
		begin
			hash_hit_reg	<=	1'b0;
			hit_status_reg	<=	3'b0;
			hash_oaddr_reg	<=	32'b0;
			hit_dist_reg	<=	32'b0;
		end
	end
end
always @ (posedge clk)
begin
	hash_hit		<=	hash_hit_reg;		
	hit_status	<=	hit_status_reg;		
	hash_oaddr	<=	hash_oaddr_reg;		
	hit_dist		<=	hit_dist_reg;		
end
endmodule
==> design/flow/run.sh <==
#!/bin/bash
# OpenROAD 26Q1-2900-gdf79404cd8, Yosys 0.63+post, stock flow scripts
make -C /OpenROAD-flow-scripts/flow DESIGN_CONFIG=/design/flow/config.mk WORK_HOME=/design/flow/orfs finish
==> design/flow/config.mk <==
export PLATFORM = sky130hd
export DESIGN_NAME = shifter_match
export DESIGN_NICKNAME = shifter_match
export VERILOG_FILES = /design/flow/design.v
export SDC_FILE = /design/flow/constraint.sdc
export NUM_CORES = 4
export LEC_CHECK = 1
export CORE_AREA = 10 10 202 202
export DIE_AREA = 0 0 212 212
==> design/flow/constraint.sdc <==
current_design shifter_match

set clk_period 1.0
set clk_io_pct 0.2

create_clock -name clk0 -period $clk_period [get_ports {clk}]

set non_clock_inputs [all_inputs -no_clocks]
set_input_delay [expr $clk_period * $clk_io_pct] -clock clk0 $non_clock_inputs
set_output_delay [expr $clk_period * $clk_io_pct] -clock clk0 [all_outputs]
==> out/writeup.txt <==
The tools report the total setup violations reported at the end of the flow as 37. STA classifies the critical path startpoint as an input port. Switching power as a fraction of the total was reported as 31.08%.

The proportion of register bits with asynchronous set or reset after synthesis came out at 50.00%. The checks that failed: hold timing, setup timing. The initial DRC count is 388. The clock input transition at the sequential cells of the worst setup and hold paths was 0.07 ns. The stage logs contain a warning count of 62. The power report attributes to the combinational group a share of 32.4%.

The routed design could run at a clock period as short as 2.039 ns. For the worst setup path, the data required time is 1.21 ns. The static power due to leakage was 5.213 nW; the post-placement setup slack was -1.889 ns. Final clock skew: 0.004955 ns. The tools report the endpoint kind of the worst setup timing path as a flip-flop. Entering global routing, the biggest net connects 38 pins.

The root buffer cell was sky130_fd_sc_hd__clkbuf_16. In the final timing run, aggregate negative setup slack is -36.52 ns. The final weighted congestion recorded by global placement is 0.9504.

The number of clock sinks is 74, and the global-route congestion overflow total is 0. Per the OpenROAD floorplan log, the height of the die is 212 µm. In the log, the iteration count for the first detailed-route pass is 6.

The flow ran to the end, but the final reports show violations. The final period utilization is 203.9%. The run gives 13.00% for the global-route usage over all layers. In the Yosys report, the sequential cells make up 30.27% of the chip area. After floorplanning, the core was sized to cover 36520 µm². Synthesis handed over a netlist of 605 instances. The die is 212 µm wide. The die covers 44940 µm². The run gives 37 as the number of library cell types mapped by synthesis. In the power breakdown, the internal column shows 6.290 mW.

The floorplan step records an initial core utilization of 15.07%. The script computed a power per unit cell area of 845.3 nW/µm². Counting tap cells, the placed design contains a total of 1453 instances. Clock tree synthesis inserted a total of 9 buffers. The critical path in this run is classified as input port to flip-flop. The OpenROAD report gives the critical path a data arrival time of 2.25 ns. For the number of global-route vias before repair, the log shows 6557.

After synthesis the cells add up to 5505 µm². The number of antenna violations at the first check in global routing was 2. TritonCTS built the clock tree. The tools report the final count of pins violating max slew as 0. Setup repair after global routing could not meet its margin everywhere. Per the power-grid run, VDD falls by no more than 0.0008761 V. Clock network latency to the later pin of the worst-skew pair: 0.33 ns. With the final hold slack at -0.1627 ns, the number of input and output port buffers inserted is 266. For the count of yosys warnings during synthesis, the log shows 1. The tools report the cell row count as 70. Per the detail_route report, DRC violations left total 0. Counting flops with a built-in enable in the synthesized netlist gives 0. The maximum clock rate is 490.5 MHz, and the synthesis-to-layout area growth is 96.14%. The path class of the lowest-slack min-delay path was input port to asynchronous set/reset pin. With the total inserted antenna cells at 0, the least setup slack across all paths after layout is -1.039 ns.

Per the Yosys statistics, synthesis produced 605 cells. The summed area of non-filler cells in the final layout is 10800 µm². The per-cell routed wire length is 21.04 µm, and the post-layout instance count excluding filler cells is 1494. The mean number of vias per cell came out at 3.997. The final hold violation count recorded for this run is 37. The register with the most flip-flops in the layout has 64 of them. The biggest fanout along the worst timing path came out at 13.

The area recorded from the Yosys report for this design is 5505 µm². The run gives 9758 µm² for the post-placement cell area. The mean instance size in the synthesized netlist is 9.100 µm², and the net switching power is 2.837 mW. Detailed routing inserted a total of 5972 vias. The proportion of layout cells with a drive suffix above 1 was 42.50%; the number of maximum-capacitance violations was 0. CTS built an H-tree with a depth of 3. For the number of primary I/O pins, the log shows 330. The flip-flop cell with the highest count after synthesis was sky130_fd_sc_hd__dfxtp_1. For the wire length of the first global-routing pass, the log shows 42.35 mm. The logs give 0 for the number of routed nets with antenna violations and 32.5% for the sequential cell fraction of total power. The estimated wirelength of the detail-placed design is 24.56 mm.

The clock passes through at most 2 buffers. For this block, the routed nets add up to 31.44 mm of wire. In this run, synthesis produced a sequential element count of 74. The run gives 35.0% as the clock network fraction of design power.
==> power by group through the flow <==
stage         combinational, mW  sequential (mW)  clock, mW
CTS                        2.86             2.97       3.27
finish                     2.96             2.97       3.20
global route               3.15             2.97       3.41
==> through the flow <==
step / total power, mW / utilization, %
4_1_cts: 9.104 / 28.49
5_1_grt: 9.525 / 29.56
2_1_floorplan: 3.935 / -
3_3_place_gp: 5.896 / 26.72
6_report: 9.127 / 29.56
3_5_place_dp: 5.886 / 26.72
==> final cells by class <==
class	count	area, µm²
Fill cell	3813	25720
Multi-Input combinational cell	408	4108
Timing Repair Buffer	429	3766
Sequential cell	74	1680
Tap cell	468	585.6
Inverter	99	371.6
Clock buffer	9	225.2
Clock inverter	7	61.31
==> per-layer routing <==
| metal | GRT usage [%] | part of all wire, % |
|---|---|---|
| met1 | 16.13 | 41 |
| met5 | 0 | 0.080 |
| met4 | 1.934 | 2.2 |
| met2 | 22.05 | 47 |
| met3 | 4.141 | 9.7 |
==> cells in the mapped netlist, types with 2 or more instances <==
library cell / instances / share of area, %
sky130_fd_sc_hd__xnor2_1: 136 / 22
sky130_fd_sc_hd__inv_1: 98 / 6.7
sky130_fd_sc_hd__xor2_1: 53 / 8.4
sky130_fd_sc_hd__nor4_1: 50 / 5.7
sky130_fd_sc_hd__dfrtp_1: 37 / 17
sky130_fd_sc_hd__dfxtp_1: 37 / 13
sky130_fd_sc_hd__buf_4: 35 / 4.8
sky130_fd_sc_hd__a222oi_1: 32 / 5.8
sky130_fd_sc_hd__mux2i_1: 32 / 5.8
sky130_fd_sc_hd__nand4_1: 32 / 3.6
sky130_fd_sc_hd__clkbuf_1: 13 / 0.89
sky130_fd_sc_hd__nand3_1: 11 / 1.0
sky130_fd_sc_hd__nor3_1: 6 / 0.55
sky130_fd_sc_hd__buf_2: 3 / 0.27
sky130_fd_sc_hd__buf_6: 3 / 0.61
sky130_fd_sc_hd__a21oi_1: 2 / 0.18
sky130_fd_sc_hd__and3_1: 2 / 0.23
sky130_fd_sc_hd__nand2_1: 2 / 0.14
sky130_fd_sc_hd__o221ai_1: 2 / 0.32
sky130_fd_sc_hd__or4_1: 2 / 0.27
==> placed cells by master, fill, tap and decap left out, drive strengths merged, types with 2 or more instances in the layout <==
| master | n |
|---|---|
| nor3 | 7 |
| xnor2 | 136 |
| conb | 31 |
| clkdlybuf4s15 | 8 |
| inv | 103 |
| buf | 213 |
| or4 | 3 |
| nand2 | 2 |
| clkdlybuf4s50 | 96 |
| a21oi | 2 |
| xor2 | 53 |
| dlymetal6s2s | 13 |
| nand3 | 12 |
| clkinvlp | 2 |
| mux2i | 32 |
| clkbuf | 83 |
| nor4 | 51 |
| dlygate4sd2 | 25 |
| o221ai | 2 |
| and3 | 2 |
| nand4 | 32 |
| a222oi | 32 |
| dfxtp | 37 |
| dfrtp | 37 |
==> critical path: stages <==
cell and delay, ns:
sky130_fd_sc_hd__dlygate4sd2_1 0.31, sky130_fd_sc_hd__xnor2_1 0.20, sky130_fd_sc_hd__nand4_1 0.17, sky130_fd_sc_hd__nor4_2 0.06, sky130_fd_sc_hd__buf_4 0.13, sky130_fd_sc_hd__and3b_2 0.23
sky130_fd_sc_hd__a211o_4 0.38, sky130_fd_sc_hd__buf_6 0.13, sky130_fd_sc_hd__buf_12 0.14, sky130_fd_sc_hd__a222oi_1 0.29
==> cell families after synthesis <==
kind of cell | after synthesis | share of synthesized area [%]
compound gates | 42 | 7.318
xor+xnor | 189 | 30.07
buf+inv | 153 | 13.30
flops | 74 | 30.27
mux | 32 | 5.818
other cells | 1 | 0.06812
simple gates | 114 | 13.16
==> final timing paths <==
path / startpoint / endpoint / slack, ns / cells past startpoint
worst max-delay path: hash_idata1[9] / hash_oaddr_reg[1] / -1.04 / 10
worst min-delay path: rstN / hash_oaddr_reg[13] / -0.16 / 2
worst max register to register: hash_oaddr_reg[8] / hash_oaddr[8] / 0.50 / 0
worst min register to register: hash_oaddr_reg[1] / hash_oaddr[1] / 0.34 / 0
max in group asynchronous: rstN / hash_oaddr_reg[21] / 0.94 / 2
min in group clk0: hash_oaddr_reg[1] / hash_oaddr[1] / 0.34 / 0
==> what timing repair did <==
item,4_1_cts,5_1_grt
pin swaps,62,91
cloned,4,7
endpoints found under the setup margin,74,55
hold endpoints to repair,37,37
gates resized,368,276
setup buffers,8,8
Power and IR drop assume default switching activity.
